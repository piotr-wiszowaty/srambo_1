$ cat ./design.v
`timescale 1ns / 1ps
module srambo_1 (
	input o2,			 
	input n_we,			 
	input n_ras,		 
	input a15,			 
	input a14,			 
	input a13,			 
	input a12,			 
	input a11,			 
	input a7,			 
	input a6,			 
	input a5,			 
	input a4,			 
	input a3,			 
	input a2,			 
	input a1,			 
	input a0,			 
	input pb2,			 
	input pb3,			 
	input pb4,			 
	input pb5,			 
	input pb6,			 
	input casin, 		 
	output fa14, 		 
	output fa15, 		 
	output n_s4,		 
	output n_s5,		 
	input n_be,			 
	output n_io,		 
	output n_ci,		 
	input n_map,		 
	output n_os,		 
	input rd4,			 
	input rd5,			 
	input n_mpd,		 
	output n_basic,		 
	input ren,			 
	input n_ref,		 
	output casman,		 
	output casbnk,		 
	output emmu_11,
	input halt,
	output [18:0] ram_addr,
	output ram_n_we,
	output ram_n_oe,
	output aux0,
	output aux1,
	output aux2,	 
	input aux3,		 
	output aux4,	 
	output aux5,
	output aux6);
reg n_map_r = 1;
reg n_be_r = 1;
reg halt_r = 1;
reg [7:0] a7_0_r;
wire a_4000_7fff = ~a15 &  a14;
wire a_5000_57ff = ~a15 &  a14 & ~a13 &  a12 & ~a11;
wire a_8000_9fff =  a15 & ~a14 & ~a13;
wire a_a000_bfff =  a15 & ~a14 &  a13;
wire a_c000_cfff =  a15 &  a14 & ~a13 & ~a12;
wire a_d000_d7ff =  a15 &  a14 & ~a13 &  a12 & ~a11;
wire a_d800_dfff =  a15 &  a14 & ~a13 &  a12 &  a11;
wire a_e000_ffff =  a15 &  a14 &  a13;
wire select_rambo = ~aux3;
wire select_compy = aux3;
wire bank_enable = a_4000_7fff &
			       ((select_rambo & ~pb4)
				   | (select_compy & ~pb4 & halt_r)		 
				   | (select_compy & ~pb5 & ~halt_r));	 
wire ram_a18 = bank_enable;
wire ram_a17 = (bank_enable & select_compy) ? n_map :
			   (bank_enable & select_rambo) ? pb6 : 0;
wire ram_a16 = (bank_enable & select_compy) ? pb6 :
			   (bank_enable & select_rambo) ? pb5 : 0;
wire ram_a15 = (bank_enable & select_compy) ? pb3 :
			   (bank_enable & select_rambo) ? pb3 : a15;
wire ram_a14 = (bank_enable & select_compy) ? pb2 :
			   (bank_enable & select_rambo) ? pb2 : a14;
wire n_cart = n_s4 | n_s5;
assign fa14 = a14;
assign fa15 = a15;
assign n_s4 = ~(rd4 & a_8000_9fff);
assign n_s5 = ~(rd5 & a_a000_bfff);
assign n_io = ~(n_ref & a_d000_d7ff);
assign n_os = ~(n_ref & ren & (a_c000_cfff | (n_mpd & a_d800_dfff) | a_e000_ffff | (~n_map_r & a_5000_57ff)));
assign n_basic = ~(n_ref & ~n_be_r & ~rd5 & a_a000_bfff);
assign n_ci = ~(~n_ref | ~n_io | ~n_os | ~n_basic | ~n_cart);
assign ram_n_oe = ~(~casin & o2);
assign ram_n_we = ~(~n_we & ~casin & o2);
assign ram_addr = {ram_a18,	 
	               ram_a17,	 
				   ram_a16,	 
				   ram_a15,	 
				   ram_a14,	 
				   a6,		 
				   a5,		 
				   a4,		 
				   a3,		 
				   a2,		 
				   a1,		 
				   a7_0_r};	 
always @(negedge n_ras) begin
	a7_0_r <= {a7, a6, a5, a4, a3, a2, a1, a0};
end
always @(posedge n_ras) begin
	halt_r <= halt;
end
always @(negedge o2) begin
	if (pb4 & (pb5 | select_rambo)) begin
		n_map_r <= n_map;
		n_be_r <= n_be;
	end
end
assign aux0 = n_cart;
assign aux1 = n_ci;
assign aux2 = 0;
assign aux4 = 1;
assign aux5 = ram_n_we;
assign aux6 = ram_n_oe;
assign casman = 0;
assign casbnk = 0;
assign emmu_11 = 0;
endmodule
$ cat ./run.sh
#!/bin/bash
# OpenROAD 26Q1-2900-gdf79404cd8, Yosys 0.63+post, stock flow scripts
make -C /OpenROAD-flow-scripts/flow DESIGN_CONFIG=/design/flow/config.mk WORK_HOME=/design/flow/orfs finish
$ cat ./config.mk
export PLATFORM = sky130hd
export DESIGN_NAME = srambo_1
export DESIGN_NICKNAME = srambo_1
export VERILOG_FILES = /design/flow/design.v
export SDC_FILE = /design/flow/constraint.sdc
export NUM_CORES = 4
export LEC_CHECK = 1
export CORE_AREA = 10 10 79 79
export DIE_AREA = 0 0 89 89
$ cat ./constraint.sdc
current_design srambo_1

set clk_period 1.7
set clk_io_pct 0.2

create_clock -name clk0 -period $clk_period [get_ports {n_ras}]
create_clock -name clk1 -period $clk_period [get_ports {o2}]

set non_clock_inputs [all_inputs -no_clocks]
set_input_delay [expr $clk_period * $clk_io_pct] -clock clk0 $non_clock_inputs
set_output_delay [expr $clk_period * $clk_io_pct] -clock clk0 [all_outputs]
==> qor.yml <==
status: "finished with violations"
violations: "negative setup slack"
syn_area_per_cell_um2: 9.19
drtPass1Iterations: 2
aoi_share: 0.0837
initCoreUtil: 0.138
grt_start_max_net_pins: 6
syn_area_um2: 643
drive_above_1_share: 0.409
synth.cellmix.simpleShare: 0.202
rsz0062_at_grt: "yes"
wirelength_met1_um: 977
port_buffers: 61
setup_viol: 13
fill_cells: 485
fin_util: 0.317
chip_area_um2: 7920
post_dp_cell_area_um2: 1240
wl_met3_um: 425
syn_inst: 70
cts.clk_slew.worst_paths_ns: 0.04
met2_length_mm: 1.23
vias: 739
synth_seq_share: 0.374
avgRoutedWirePerCell_um: 13.0
drv_cap: 0
xor_share: 0
initialDrtViolationCount: 13
dp_hpwl_mm: 2.06
cp-startpoint: "n_map_r"
p_per_area_nw_per_um2: 907
final_area_um2: 1480
placedCellCount: 176
top_area_cell: "dfxtp_1"
drv_slew: 0
antenna_found_initial: 0
drt_wl_total_mm: 2.64
ys_sh_adder: 0
overflow: 0
mux_share: 0.0311
tns_ns: -4.80
post-route-worst-setup-slack_ns: -0.859
ctsHoldBuffers: 0
synth.top_cell.area_share: 0.280
first_global_vias: 942
dp_slack_ns: -0.788
maxSlewHeadroom: 0.625
drc_errors: 0
tritoncts: "yes"
std_cell_rows: 25
area_delta_synth_final_pct: 129
path_class: "reg2out"
hp-class: "in2reg"
cp-end-kind: "output pin"
finalPower_mw: 1.34
ir_drop_v: 0.000462
viasPerCell: 3.64
antenna_cells: 0
worstSetupStartpointType: "register"
numSynthFlops: 11
min_from: "halt"
ys_warn_count: 1
finalHoldWorstSlack_ns: 0.554
die_h_um: 89
core_area_um2: 4660
highest_layer: "met4"
layoutNonFillerInstCount: 203
critPathMaxFanout: 2
synth_cell_types: 25
die_w_um: 89
hold_violations: 0
grt_pass1_wl_mm: 4.08
cp.arrival_ns: 2.22
netlist_logic_family_top: "buffers and inverters"
ant_nets: 0
yosys-stat-cells: 70
ios: 69
grt_util_all_layers: 0.0683
p_leak_nw: 0.705
critPathRequiredTime_ns: 1.36
place.gp.congestion: 0.815
tool_warnings: 41
synth_chip_area_um2: 643
worst_pin_slew_ns: 0.559
synthTopCellsByArea: "dfxtp_1 28%, buf_4 26%, edfxtp_1 9.3%"
==> per-layer routing <==
layer,vias to the layer above,track usage
li1,363,-
met1,313,0.0566
met2,61,0.0977
met3,2,0.0744
met4,0,0.0390
met5,-,0
==> synthesized netlist by cell type <==
| master | n |
|---|---|
| dfxtp_1 | 9 |
| inv_2 | 1 |
| o31ai_1 | 1 |
| conb_1 | 2 |
| a21oi_1 | 1 |
| o21a_1 | 1 |
| nor3_1 | 1 |
| nor2_1 | 3 |
| nand2_1 | 4 |
| nor4_1 | 1 |
| nand3b_1 | 2 |
| a311oi_1 | 1 |
| edfxtp_1 | 2 |
| or2_2 | 1 |
| mux2i_1 | 2 |
| o21ai_1 | 1 |
| nor4b_4 | 1 |
| a21o_1 | 1 |
| nor2b_1 | 2 |
| or3b_4 | 1 |
| buf_4 | 22 |
| o211ai_2 | 1 |
| inv_1 | 6 |
| nand4b_1 | 2 |
| nand2b_1 | 1 |
==> repair_timing <==
| item | 4_1_cts | 5_1_grt |
|---|---|---|
| gates resized | 90 | 5 |
| buffers inserted | 8 | 0 |
| pin swaps | 12 | 3 |
| setup endpoints to repair | 30 | 18 |
==> placed cells by master (no fill, tap or decap), types with 4 or more instances in the layout <==
cell type        netlist  routed
buf_2                  0      14
buf_4                 22      14
buf_6                  0       4
clkbuf_8               0       9
clkdlybuf4s50_1        0      30
conb_1                 2       6
dfxtp_1                9       7
dlygate4sd2_1          0      10
inv_1                  6      13
nand2_1                4       4
==> cell type report <==
class / instances / area, um2 / area share
multi-input cells: 34 / 297 / 0.201
inverters: 5 / 18.8 / 0.0127
clock buffers: 18 / 216 / 0.147
repair buffers: 71 / 596 / 0.404
clock inverters: 10 / 37.5 / 0.0254
flip-flops and latches: 11 / 243 / 0.165
well taps: 54 / 67.6 / 0.0458
==> registers in the layout (all words and copies together) (netlist names) <==
name	count
n_map_r	1
n_be_r	1
a7_0_r	8
halt_r	1
==> worst paths after layout <==
check	to	slack, ns	cells past startpoint
worst max-delay path	n_ci	-0.86	4
max in group clk1	n_be_r	0.08	4
worst min-delay path	halt_r	0.55	1
min in group clk1	n_map_r	1.16	2
==> worst max-delay path: stages, from the launching register on <==
cell,delay (ns)
edfxtp_1,0.39
nor4b_4,0.25
buf_4,0.16
nor4_4,0.04
buf_2,0.14
==> report_power, final <==
part           switching [mW]  leakage [nW]  internal [mW]
Combinational          0.0532         0.434          0.121
Sequential            0.00600        0.0951          0.285
Clock                   0.257         0.175          0.615
Total                   0.316         0.705           1.02
==> logic make-up after synthesis <==
family,after synthesis
simple gates,19
buf+inv,29
mux,2
flops,11
other cells,2
compound gates,7
Power and IR drop assume default switching activity.
